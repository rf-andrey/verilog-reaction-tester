### design.v
module delay_counter (Clock, Clear, Enable, Start);
input Clock, Clear, Enable;
output wire Start;
reg [27:0] delay_count;
always @(posedge Clock)
	if (Clear)
		delay_count <= 0;
	else if (Enable)
		delay_count <= delay_count + 1;
assign Start = delay_count[27];
endmodule
### run.sh
#!/bin/bash
# OpenROAD 26Q1-2900-gdf79404cd8, Yosys 0.63+post, stock flow scripts
make -C /OpenROAD-flow-scripts/flow DESIGN_CONFIG=/design/flow/config.mk WORK_HOME=/design/flow/orfs finish
### config.mk
export PLATFORM = sky130hd
export DESIGN_NAME = delay_counter
export DESIGN_NICKNAME = delay_counter
export VERILOG_FILES = /design/flow/design.v
export SDC_FILE = /design/flow/constraint.sdc
export NUM_CORES = 4
export LEC_CHECK = 1
export CORE_AREA = 10 10 110 110
export DIE_AREA = 0 0 120 120
### constraint.sdc
current_design delay_counter

set clk_period 3.9
set clk_io_pct 0.2

create_clock -name clk0 -period $clk_period [get_ports {Clock}]

set non_clock_inputs [all_inputs -no_clocks]
set_input_delay [expr $clk_period * $clk_io_pct] -clock clk0 $non_clock_inputs
set_output_delay [expr $clk_period * $clk_io_pct] -clock clk0 [all_outputs]
==> flow_summary.yaml <==
# flow metrics
run_status:
  run_status: "finished clean"
flow_run:
  tool_warnings: 25
  max_cap_violation_count: 0
detailed_routing:
  dr_total_vias: 1062
  via_density_per_instance: 3.71
  detail_route.wl_per_cell_um: 8.56
  drtPass1Iterations: 4
  antenna_cells_inserted: 0
  first_iter_violations: 70
  drt-total-wl_um: 2450
  final_antenna_net_count: 0
  drc_errors: 0
placement:
  portBuffers: 3
  post-dp-hpwl_um: 1740
  worst_slack_placed_ps: 1050
  gp_congestion: 0.799
sta:
  setup_tns_ps: 0
  fin_crit_share_pct: 65.9
  worstMarginPinSlew_ps: 837
  timing.final.crit_period_ps: 2570
  achievable-frequency_mhz: 389
  clock-skew-final_ps: 2.42
  drv_slew: 0
  worst_slack_ps: 1330
  grt_setup_unrepaired: "no"
  timing_hold_violations_final: 0
  final_setup_violation_count: 0
  worst_hold_slack_ps: 481
  max_slew_margin_pct: 43.7
floorplanning:
  die-width_um: 120
  floorplan.die_area_um2: 14400
  i_o_pin_total: 4
  core.rowCount: 36
  die_height_um: 120
  initial_core_util_pct: 13.6
  core_area_um2: 9770
synthesis:
  synth.top_cell.area_share_pct: 42.2
  yosys-top-cells-count: "28 x sky130_fd_sc_hd__dfxtp_1, 17 x sky130_fd_sc_hd__nor2_1, 13 x sky130_fd_sc_hd__a21oi_1, 10 x sky130_fd_sc_hd__o31ai_1, 10 x sky130_fd_sc_hd__or4_1"
  synth.yosys.num_cells: 151
  yosys.cell_count.top_type: "sky130_fd_sc_hd__dfxtp_1"
  netlist_top_cells_area: "sky130_fd_sc_hd__dfxtp_1 42%, sky130_fd_sc_hd__o31ai_1 5.7%, sky130_fd_sc_hd__or4_1 5.7%, sky130_fd_sc_hd__a21oi_1 4.9%, sky130_fd_sc_hd__nor2_1 4.8%"
  dominantRegCellSynth: "sky130_fd_sc_hd__dfxtp_1"
  postSynthSeqShare_pct: 42.2
  post-synth-top-area-cell: "sky130_fd_sc_hd__dfxtp_1"
  synth-edff-count: 0
  postSynthCellCount: 151
  yosysChipArea_um2: 1330
  yosysUniqueCellTypes: 35
  synth_flop_count: 28
  ys_async_sr_fraction_pct: 0
  yosysWarnings: 1
  netlist_area_um2: 1330
  postSynthAreaPerCell_um2: 8.79
setup_path:
  reg2reg_slack_ps: 1870
  r2r-start: "delay_count[0]"
  worstReg2RegEnd: "delay_count[20]"
  path_class: "input port to flop"
  maximum_fanout_along_the_worst_path: 7
  critPathLaunch: "Enable"
  critical_path_endpoint_category: "flop"
  setup.worst_path.start_class: "input port"
  r2r.worst_path.cells: 5
  timing.critical_path.arrival_ps: 2740
  timing.critical_path.required_ps: 4070
layout:
  reg_top3: "delay_count x28"
  num-fill-cells: 1101
  post_route_cells_drive_above_1_share_pct: 9.15
  largest_register_ff_count: 28
  utilization_pct: 15.9
  registers.top_by_ff_count: "delay_count"
  area_growth_pct: 17.2
global_routing:
  wire_length_of_the_first_global_routing_pass_um: 4200
  grt_antenna_before_repair: 0
  largest_net_degree_at_the_start_of_global_routing: 19
  grt-ovfl-total: 0
  grt_util_all_layers_pct: 3.30
  grt_pass1_vias: 917
cts:
  numClockSinks: 28
  cts_inserted_buffers: 3
  cts-htree-levels: 1
  cts_tree: "built"
  clk_pin_slew_ps: 90
  cts_setup_buffers: 0
  clk_root_buffer_cell: "sky130_fd_sc_hd__clkbuf_8"
  clock_insertion_delay_worst_skew_ps: 270
  post_cts_resize_count: 0
  holdBufCountCts: 0
  cts-root-to-sink-buffers: 2
worst_hold_path:
  min_delay_path_depth: 2
  min-delay-start: "delay_count[27]"
  worstHoldEndpoint: "delay_count[27]"
  hold_path_class: "flop to flop"
pwr:
  power_per_cell_area_nw_per_um2: 308
  leakage_uw: 0.000450
  report.power.total_uw: 480
  irDropWorstVdd_mv: 0.138
how the worst max path moves through the flow:
stage / to / slack (ps) / depth (start not counted)
6_report: delay_count[20] / 1330 / 5
5_1_grt: delay_count[21] / 1160 / 5
4_1_cts: delay_count[21] / 1340 / 5
cell usage in the layout (no fill, tap or decap), types with 3 or more instances in the layout:
cell and instances:
sky130_fd_sc_hd__dfxtp_1 28, sky130_fd_sc_hd__nor2_1 17, sky130_fd_sc_hd__a21oi_1 13, sky130_fd_sc_hd__o31ai_1 10, sky130_fd_sc_hd__or4_1 10, sky130_fd_sc_hd__nand3_1 9
sky130_fd_sc_hd__nand2_1 8, sky130_fd_sc_hd__xor2_1 7, sky130_fd_sc_hd__nand4_1 6, sky130_fd_sc_hd__inv_1 4, sky130_fd_sc_hd__xnor2_1 4, sky130_fd_sc_hd__clkbuf_8 4
sky130_fd_sc_hd__clkdlybuf4s50_1 3
critical path: stages:
cell and delay, ps:
sky130_fd_sc_hd__clkdlybuf4s50_1 580, sky130_fd_sc_hd__nand4_1 270, sky130_fd_sc_hd__nor4_1 710, sky130_fd_sc_hd__a211oi_1 150
sky130_fd_sc_hd__a31o_2 250
kinds of logic after synthesis:
family / share of synthesized area, %
AND-OR/OR-AND: 13.2
XOR/XNOR: 7.26
adder cells (fa/ha/maj): 0.942
buffers and inverters: 3.39
flip-flops: 42.2
multiplexers: 2.45
AND/OR/NAND/NOR: 30.5
per-stage QoR:
stage	cell area, um^2	std cells
final	1560	286
after global routing	1560	286
after CTS	1560	286
after detailed placement	1500	282
after global placement	1500	282
after floorplan	1330	151
routing by layer:
metal,part of all wire [%],GRT usage [%],vias up,wire [um]
met5,0,0,-,0
met4,1.4,0.528,0,34
met3,1.3,0.619,2,31
met2,43,5.12,11,1060
met1,54,4.76,482,1320
li1,-,-,567,-
final cells by class:
cell class	instances	area (um^2)	area share, %
clock buffer	4	55.1	3.54
inverter	4	15.0	0.965
multi-input combinational	113	722	46.4
sequential	28	561	36.0
tap	133	166	10.7
timing repair buffer	4	37.5	2.41
where the power goes:
part	switching, uW	total [uW]	internal (uW)
Combinational	9.51	15.7	6.15
Sequential	1.80	290	288
Clock	84.3	174	90.2
Total	95.6	480	384
Power figures rest on the tool's default switching activity, not on a simulated workload.
