==> design/flow/design.v <==
module BCD_counter (Clock, Clear, Enable, count);
input Clock, Clear, Enable;
output reg [17:0] count;
always @(posedge Clock)
begin
	if (Clear)
		count <= 0;
	else if (Enable)
	begin
		count <= count + 1;
	end
end
endmodule
module BCD_stage (Clock, Clear, Ecount, BCDq, Value9);
input Clock, Clear, Ecount;
output reg [3:0] BCDq;
output reg Value9;
always @(posedge Clock)
begin
	if (Clear)
		BCDq <= 0;
	else if (Ecount)
	begin
		if (BCDq == 4'b1001)
			BCDq <= 0;
		else
			BCDq <= BCDq + 1;
	end
end
always @(BCDq)
	if (BCDq == 4'b1001)
		Value9 <= 1'b1;
	else
		Value9 <= 1'b0;
endmodule
==> design/flow/run.sh <==
#!/bin/bash
# OpenROAD 26Q1-2900-gdf79404cd8, Yosys 0.63+post, stock flow scripts
make -C /OpenROAD-flow-scripts/flow DESIGN_CONFIG=/design/flow/config.mk WORK_HOME=/design/flow/orfs finish
==> design/flow/config.mk <==
export PLATFORM = sky130hd
export DESIGN_NAME = BCD_counter
export DESIGN_NICKNAME = BCD_counter
export VERILOG_FILES = /design/flow/design.v
export SDC_FILE = /design/flow/constraint.sdc
export NUM_CORES = 4
export LEC_CHECK = 1
export CORE_AREA = 10 10 80 80
export DIE_AREA = 0 0 90 90
==> design/flow/constraint.sdc <==
current_design BCD_counter

set clk_period 4.1
set clk_io_pct 0.2

create_clock -name clk0 -period $clk_period [get_ports {Clock}]

set non_clock_inputs [all_inputs -no_clocks]
set_input_delay [expr $clk_period * $clk_io_pct] -clock clk0 $non_clock_inputs
set_output_delay [expr $clk_period * $clk_io_pct] -clock clk0 [all_outputs]
==> flow_metrics.py <==
# Flow results
metrics = {
    "global_route": {
        "grt_pass1_wl_um": 3490,
        "track_usage": 0.0513,
        "grt_max_degree": 20,
        "antenna_found_initial": 0,
        "grt_pass1_vias": 674,
        "grt_overflow_total": 0,
    },
    "synthesis": {
        "syn-cell-area_um2": 826,
        "numSynthFlops": 18,
        "ys_seq_share": 0.436,
        "syn-instance-count": 90,
        "ys_area_um2": 826,
        "post_synth_num_cell_types": 27,
        "avgSynthCellArea_um2": 9.18,
        "synth_warnings": 1,
        "yosysCellCount": 90,
    },
    "route": {
        "viasPerCell": 3.93,
        "wl_per_cell_um": 11.4,
        "dr.first_iter.drc_count": 41,
        "ant_nets": 0,
        "vias": 699,
        "drcViolationCount": 0,
        "drt_wl_total_um": 2020,
        "antenna_cells": 0,
        "drtPass1Iterations": 4,
    },
    "sta": {
        "hold_viol_final": 0,
        "fin_hold_ws_ps": 552,
        "max_freq_ghz": 0.429,
        "rsz0062_at_grt": "false",
        "finalClockSkew_ps": 3.32,
        "relSlewSlack": 0.551,
        "final.period_utilization": 0.568,
        "min_period_ps": 2330,
        "max_slew.worst_pin.slew_ps": 671,
        "setup_viol": 0,
        "setup_tns_ps": 0,
        "setup_slack_ps": 1770,
        "maxSlewViolCount": 0,
    },
    "placement": {
        "placed_cells": 174,
        "place_area_um2": 1090,
        "dpl.hpwl_um": 1500,
        "dp_worst_setup_slack_ps": 1530,
        "gp_congestion": 0.753,
        "port_buffers": 20,
    },
    "cts": {
        "htree_levels": 1,
        "clkLatencyLatePin_ps": 250,
        "clk_path_buf_depth": 2,
        "clockRootBuffer": "clkbuf_8",
        "ctsHoldBuffers": 0,
        "clkSinkCount": 18,
        "postCtsSetupBuffers": 0,
        "cts_buffers": 3,
        "cts_resized": 0,
        "clk_pin_slew_ps": 70,
        "cts_tree": "done",
    },
    "setup_path": {
        "cp_data_arrival_time_ps": 2500,
        "r2r-start": "count[0]",
        "crit_start": "Enable",
        "crit_fanout": 7,
        "cp_num_buf_inv": 1,
        "critPathCaptureType": "register",
        "critPathSlowestCell": "clkdlybuf4s50_1",
        "slowest_delay_ps": 610,
        "crit_type": "input pin to register",
        "required_ps": 4270,
        "reg2reg_slack_ps": 2470,
        "critPathTopFamily": "simple AND/OR/NAND/NOR gates",
        "worst_setup_path_start_kind": "input pin",
        "path_cells": "clkdlybuf4s50_1, and4_4, nand3_4, or4_1, a21oi_1",
    },
    "pwr": {
        "p_leak_uw": 0.000350,
        "p_comb_frac": 0.042,
        "internal-power_uw": 270,
        "swShare": 0.203,
        "seq_power_share": 0.531,
        "p_sw_uw": 68.9,
        "ir_drop_v": 0.000183,
        "clockPowerShare": 0.427,
        "powerDensity_nw_per_um2": 295,
    },
    "floorplan": {
        "die_h_um": 90,
        "core_region_area_um2": 4720,
        "std_cell_rows": 25,
        "fp_util": 0.175,
        "die_w_um": 90,
        "dieArea_um2": 8100,
        "ios": 21,
    },
    "layout": {
        "drive_above_1_share": 0.0991,
        "largest-register": "count",
        "top_regs": "count x18",
        "layoutNonFillerInstCount": 178,
        "largest_register_ffs": 18,
        "design_area_um2": 1150,
        "area_delta_synth_final_pct": 39.2,
    },
    "hold_path": {
        "min_path_type": "register to register",
        "hold_start": "count[9]",
    },
    "flow_run": {
        "cap_violations": 0,
        "warnings": 25,
    },
    "status": {
        "status": "finished clean",
    },
}
-- worst min-delay path: cells and delay by family, from the launching register on --
kind / cells / cell delay [ps]
XOR/XNOR: 1 / 80
flip-flops: 1 / 370
AND/OR/NAND/NOR: 1 / 70
-- worst paths after layout --
kind                                  end  cells past startpoint
worst max-delay path            count[15]                      5
worst min-delay path             count[9]                      2
worst max register to register  count[16]                      5
worst min register to register   count[9]                      2
-- cell families after synthesis --
family          count (synthesis)  synth area share
simple gates                   44             0.308
flops                          18             0.436
xor+xnor                       14             0.148
compound gates                  6            0.0485
buf+inv                         6            0.0318
mux                             1            0.0121
fa+ha+maj                       1            0.0151
-- layer usage --
layer | GRT usage | share of wire
met1 | 0.0676 | 0.48
met2 | 0.0763 | 0.42
met3 | 0.0268 | 0.091
met4 | 0.00398 | 0.0084
met5 | 0 | 0
-- through the flow --
step	utilization	power [uW]
3_5_place_dp	0.232	199
6_report	0.243	339
5_1_grt	0.243	357
2_1_floorplan	-	191
3_3_place_gp	0.232	199
4_1_cts	0.243	344
-- final cells by class --
cell class                 count  area [um^2]
sequential                    18          360
inverter                       3         11.3
timing repair buffer          20          200
tap                           67         83.8
clock buffer                   4         55.1
fill                         513         3570
multi-input combinational     66          439
-- Yosys cell counts (all sizes together) --
cell / instances / share of area
a21oi: 3 / 0.018
a31o: 2 / 0.021
and3: 1 / 0.0076
and4: 3 / 0.036
buf: 2 / 0.014
clkbuf: 1 / 0.0045
dfxtp: 18 / 0.44
ha: 1 / 0.015
inv: 3 / 0.014
mux2i: 1 / 0.012
nand2: 3 / 0.014
nand2b: 1 / 0.0076
nand3: 7 / 0.058
nand4: 5 / 0.038
nor2: 16 / 0.073
nor3: 2 / 0.012
nor4: 4 / 0.045
o31ai: 1 / 0.0091
or2: 1 / 0.0076
or4: 1 / 0.0091
xnor2: 9 / 0.095
xor2: 5 / 0.053
-- power groups by stage --
stage     sequential (uW)  combinational, uW  clock [uW]
6_report              180               14.3         145
4_1_cts               180               14.8         150
5_1_grt               180               16.5         160
-- layout by cell type (no fill, tap or decap) --
cell type	instances
nor3_1	2
o31ai_1	1
ha_1	1
a31o_2	2
dfxtp_1	18
nand4_1	5
clkdlybuf4s50_1	20
xnor2_1	9
nand3_4	1
nor2_1	16
and4_4	1
a21oi_1	3
nor4_1	2
xor2_1	5
or2_1	1
clkbuf_8	4
and3_1	1
and4_1	1
or4_1	1
and4_2	1
nand2b_1	1
inv_1	3
mux2i_1	1
nor4_2	2
nand3_1	6
nand2_1	3
Power is estimated from default activity; no workload was simulated.
