===== flow/config.mk =====
export PLATFORM = sky130hd
export DESIGN_NAME = hundredth
export DESIGN_NICKNAME = hundredth
export VERILOG_FILES = /design/flow/design.v
export SDC_FILE = /design/flow/constraint.sdc
export NUM_CORES = 4
export LEC_CHECK = 1
export CORE_AREA = 10 10 95 95
export DIE_AREA = 0 0 105 105

===== flow/run.sh =====
#!/bin/bash
# OpenROAD 26Q1-2900-gdf79404cd8, Yosys 0.63+post, stock flow scripts
make -C /OpenROAD-flow-scripts/flow DESIGN_CONFIG=/design/flow/config.mk WORK_HOME=/design/flow/orfs finish

===== flow/design.v =====
module hundredth (Clock, Load, pulse_500k);
input Clock, Load;
output wire pulse_500k;
reg [19:0] count_500k;
always @(posedge Clock)
	if (Load)
		count_500k <= 16'hC350;
	else
		count_500k <= count_500k - 1;
assign pulse_500k = (count_500k == 16'h0000);
endmodule

===== flow/constraint.sdc =====
current_design hundredth

set clk_period 4.5
set clk_io_pct 0.2

create_clock -name clk0 -period $clk_period [get_ports {Clock}]

set non_clock_inputs [all_inputs -no_clocks]
set_input_delay [expr $clk_period * $clk_io_pct] -clock clk0 $non_clock_inputs
set_output_delay [expr $clk_period * $clk_io_pct] -clock clk0 [all_outputs]

==> results.py <==
# Auto-generated metrics
metrics = {
    "run_status": {
        "status": "finished, final reports clean",
    },
    "min_path": {
        "min_from": "count_500k[0]",
        "hp-class": "flip-flop to flip-flop",
    },
    "yosys": {
        "yosysSeqAreaShare_pct": 43.7,
        "netlist_instances": 99,
        "yosys_cells": 99,
        "synth_flops": 20,
        "ys_chip_area_um2": 917,
        "synth_cell_type_count": 29,
        "yosysWarnings": 1,
        "syn_area_um2": 917,
        "avgSynthCellArea_um2": 9.26,
    },
    "setup_path": {
        "cp.required_ns": 3.60,
        "critical_path.startpoint": "count_500k[14]",
        "crit_arrival_ns": 2.17,
        "start_kind": "flip-flop",
        "worstSetupPathType": "flip-flop to output pin",
        "critPathMaxFanout": 5,
        "r2r_start": "count_500k[0]",
        "end_kind": "output pin",
    },
    "global_route": {
        "antenna_found_initial": 0,
        "grtUsageTotal_pct": 2.87,
        "grt_overflow": 0,
        "grt_pass1_wl_mm": 2.81,
        "grt_max_degree": 21,
        "grt_pass1_vias": 618,
    },
    "finish": {
        "fill_cells": 786,
        "syn_to_final_growth_pct": 20.3,
        "reg.largest.list": "count_500k: 20 flops",
        "largest_register_ff_count": 20,
        "largest_register": "count_500k",
        "final_util_pct": 16.0,
        "layout-drive-gt1-share_pct": 13.9,
    },
    "power": {
        "max-vdd-ir-drop_mv": 0.109,
        "powerDensity_nw_per_um2": 367,
        "p_leak_uw": 0.000320,
    },
    "clocking": {
        "clock-sinks": 20,
        "cts.hold.buffers_added": 0,
        "cts_buffer_depth": 2,
        "post_cts_buffers": 0,
        "cts_resized": 0,
        "cts_tree": "done",
        "ctsHtreeMaxLevel": 1,
        "numCtsBuffers": 3,
        "cts_root_buffer": "clkbuf_8",
        "clock_latency_ns": 0.26,
        "path_clk_slew_ns": 0.07,
    },
    "die": {
        "fp_util_pct": 13.3,
        "fp.dieArea_um2": 11000,
        "core_um2": 6910,
        "chipHeight_um": 105,
        "io_pins": 3,
        "dieWidth_um": 105,
        "std_cell_rows": 30,
    },
    "sta": {
        "slew_headroom_pct": 54.4,
        "fin_setup_tns_ns": 0,
        "fmax_ghz": 0.326,
        "period_needed_ns": 3.07,
        "setup_viol": 0,
        "final_min_period_over_clock_period_pct": 68.1,
        "slew_viol_final": 0,
        "rsz0062_at_grt": "no",
        "worst-slew-pin-transition_ns": 0.682,
        "fin_ws_ns": 1.43,
        "final-hold-violation-count": 0,
        "clock_skew_ns": 0.00186,
    },
    "route": {
        "antenna_left": 0,
        "vias": 689,
        "num_antenna_cells": 0,
        "drc": 0,
        "first_pass_iters": 4,
        "wl_mm": 1.57,
        "drtIter0Drc": 17,
        "wl_per_cell_um": 7.98,
        "vias_per_cell": 3.50,
    },
    "place": {
        "place_ws_ns": 1.72,
        "gp_congestion": 0.746,
        "io_buffers": 2,
        "dp_hpwl_mm": 1.10,
    },
    "job": {
        "tool_warnings": 26,
        "maxCapViolCount": 0,
    },
}
## per-layer routing
layer | wire (µm) | GRT usage [%] | part of all wire [%] | vias up
met3 | 67 | 0.932 | 4.3 | 0
li1 | - | - | - | 366
met2 | 682 | 4.80 | 43 | 5
met4 | 0 | 0.0980 | 0 | 0
met5 | 0 | 0 | 0 | -
met1 | 823 | 3.70 | 52 | 318
## worst max-delay path, stage by stage, from the launching register on
cell	delay [ns]
dfxtp_1	0.33
or4_4	0.56
or3_4	0.36
nor3_1	0.17
clkdlybuf4s50_1	0.49
## metrics by stage
| stage | area (µm²) | power, µW | std cells | hold slack, ns |
|---|---|---|---|---|
| after floorplan | 917 | 227 | 99 | 0.433 |
| after global placement | 1030 | 232 | 193 | 0.461 |
| after detailed placement | 1030 | 233 | 193 | 0.465 |
| after CTS | 1100 | 413 | 197 | 0.485 |
| after global routing | 1100 | 428 | 197 | 0.515 |
| final | 1100 | 405 | 197 | 0.483 |
## report_power, final
part           switching (µW)  internal [µW]
Sequential               12.6            186
Combinational            16.0           14.3
Clock                    58.2            119
Total                    86.8            319
## path summary, 6_finish.rpt
path                                        to  slack, ns  cells after the start
worst max register to register  count_500k[16]       2.41                      6
worst max-delay path                pulse_500k       1.43                      4
worst min-delay path             count_500k[0]       0.48                      1
worst min register to register   count_500k[0]       0.48                      1
## synth_stat cells (all sizes together)
master	instances	area, µm²
nor3	7	35.0
nor4	4	31.3
ha	2	25.0
or3b	2	17.5
nand4	3	18.8
or4b	1	10.0
a21oi	7	35.0
nor4b	1	8.76
dfxtp	20	400
clkbuf	4	25.0
or4	6	50.1
inv	2	7.51
nand3	1	5.00
xnor2	6	52.6
a21boi	1	7.51
or3	6	46.3
o31ai	3	22.5
a21bo	1	10.0
o21ai	5	25.0
nand2b	3	18.8
nor2	11	41.3
xor2	2	17.5
nor2b	1	6.26
## cell usage in the layout, fill, tap and decap left out
cell type        Yosys  final
xnor2_1              6      6
nor3_1               7      7
a21bo_2              1      1
clkbuf_8             1      3
inv_1                2      2
or4_1                4      4
or3b_2               2      2
xor2_1               2      2
or4b_1               1      1
or4_4                1      1
dfxtp_1             20     20
nand4_1              3      3
nor4_2               1      1
nor4_1               3      3
nor4b_1              1      1
or3_1                2      2
nor2b_1              1      1
o21ai_0              5      5
a21oi_1              7      7
clkdlybuf4s50_1      0      2
a21boi_0             1      1
or4_2                1      1
nor2_1              11     11
or3_2                3      3
o31ai_1              3      3
nand3_1              1      1
nand2b_1             3      3
ha_1                 2      2
or3_4                1      1
bufinv_16            0      1
## kinds of logic after synthesis
kind of cell / after synthesis / synth area share, %
DFF: 20 / 43.7
and+or+nand+nor: 46 / 31.5
AOI/OAI and AO/OA: 17 / 10.9
buffers and inverters: 6 / 3.55
adders and majority gates: 2 / 2.73
xor gates and xnor gates: 8 / 7.64
## final cells by class
cell class / instances / area (µm²) / area share (%)
repair buffers: 2 / 20.0 / 1.81
well taps: 96 / 120 / 10.9
flip-flops and latches: 20 / 400 / 36.3
inverters: 2 / 7.51 / 0.680
multi-input cells: 73 / 484 / 43.9
clock buffers: 3 / 41.3 / 3.74
clock inverters: 1 / 30.0 / 2.72
No activity file was given, so power comes from the tool's default toggle rates.
